File: constraint.sdc
current_design keyboard

set clk_period 3.6
set clk_io_pct 0.2

create_clock -name clk0 -period $clk_period [get_ports {clk}]

set non_clock_inputs [all_inputs -no_clocks]
set_input_delay [expr $clk_period * $clk_io_pct] -clock clk0 $non_clock_inputs
set_output_delay [expr $clk_period * $clk_io_pct] -clock clk0 [all_outputs]
File: design.v
module keyboard(
    input  logic        clk,
    input  logic        KEY0,
    inout  wire [15:0]  ARDUINO_IO,
    output logic [9:0]  LEDR,
    output logic [6:0]  HEX5, HEX4, HEX3, HEX2, HEX1, HEX0
);
    logic reset;
    assign reset = ~KEY0;
    typedef enum logic [1:0] {ROW0=2'b00, ROW1=2'b01, ROW2=2'b10, ROW3=2'b11} state_t;
    state_t present_state, next_state;
    logic [3:0] row_scan;
    logic [3:0] row_db, col_db, keycode;
    logic valid, debounceOK;
    logic [23:0] key_store;
    kb_db #(.DELAY(16)) kb_debounce (
        .clk(clk),
        .rst(reset),
        .row_wires(ARDUINO_IO[7:4]),
        .col_wires(ARDUINO_IO[3:0]),
        .row_scan(row_scan),
        .row(row_db),
        .col(col_db),
        .valid(valid),
        .debounceOK(debounceOK)
    );
    always_ff @(posedge clk or posedge reset) begin
        if (reset)
            present_state <= ROW0;
        else
            present_state <= next_state;
    end
    always_comb begin
        next_state = present_state;
        case(present_state)
            ROW0: if (!valid) next_state = ROW1;
            ROW1: if (!valid) next_state = ROW2;
            ROW2: if (!valid) next_state = ROW3;
            ROW3: if (!valid) next_state = ROW0;
        endcase
        case(present_state)
            ROW0: row_scan = 4'b1110;
            ROW1: row_scan = 4'b1101;
            ROW2: row_scan = 4'b1011;
            ROW3: row_scan = 4'b0111;
            default: row_scan = 4'b1111;
        endcase
    end
    always_comb begin
        keycode = 4'h0;
        if (valid) begin
            case({row_db, col_db})
                8'b1110_1110: keycode = 4'h1;
                8'b1110_1101: keycode = 4'h2;
                8'b1110_1011: keycode = 4'h3;
                8'b1110_0111: keycode = 4'hA;
                8'b1101_1110: keycode = 4'h4;
                8'b1101_1101: keycode = 4'h5;
                8'b1101_1011: keycode = 4'h6;
                8'b1101_0111: keycode = 4'hB;
                8'b1011_1110: keycode = 4'h7;
                8'b1011_1101: keycode = 4'h8;
                8'b1011_1011: keycode = 4'h9;
                8'b1011_0111: keycode = 4'hC;
                8'b0111_1110: keycode = 4'hE;  
                8'b0111_1101: keycode = 4'h0;
                8'b0111_1011: keycode = 4'hF;  
                8'b0111_0111: keycode = 4'hD;
                default: keycode = 4'h0;
            endcase
        end
    end
    always_ff @(posedge clk or posedge reset) begin
        if (reset)
            key_store <= 24'b0;
        else if (valid)
            key_store <= {key_store[19:0], keycode};
    end
    assign HEX5 = key_store[23:20];
    assign HEX4 = key_store[19:16];
    assign HEX3 = key_store[15:12];
    assign HEX2 = key_store[11:8];
    assign HEX1 = key_store[7:4];
    assign HEX0 = key_store[3:0];
endmodule
module kb_db #( DELAY=16 ) (
			input logic clk,
			input logic rst,
			inout wire [3:0] row_wires,  
			inout wire [3:0] col_wires,  
			input logic [3:0] row_scan,
			output logic [3:0] row,
			output logic [3:0] col,
			output logic valid,
			output logic debounceOK);
			logic [3:0] col_F1, col_F2;
			logic [3:0] row_F1, row_F2;
			logic pressed, row_change, col_change;
			assign row_wires = row_scan;
			assign pressed = ~&( col_F2 );
			assign col_change = pressed ^ pressed_sync;
			assign row_change = |(row_scan ^ row_F1);
			logic [3:0] row_sync, col_sync;
			logic pressed_sync;
			always_ff @( posedge clk ) begin
				row_F1 <= row_scan; col_F1 <= col_wires;
				row_F2 <= row_F1; col_F2 <= col_F1;
				row_sync <= row_F2; col_sync <= col_F2;
				pressed_sync <= pressed;
			end
			always_ff @( posedge clk ) begin
				valid <= debounceOK & pressed_sync;
				if( debounceOK & pressed_sync ) begin
					row <= row_sync;
					col <= col_sync;
					end else begin
					row <= 0;
					col <= 0;
			end
	end
		logic [DELAY:0] counter;
		initial counter = 0;
		always_ff @( posedge clk ) begin
		if( rst | row_change | col_change ) begin
			counter <= 0;
		end else if( !debounceOK ) begin
			counter <= counter+1;
			end
		end
		assign debounceOK = counter[DELAY];
endmodule
File: run.sh
#!/bin/bash
# OpenROAD 26Q1-2900-gdf79404cd8, Yosys 0.63+post, stock flow scripts
make -C /OpenROAD-flow-scripts/flow DESIGN_CONFIG=/design/flow/config.mk WORK_HOME=/design/flow/orfs finish
File: config.mk
export PLATFORM = sky130hd
export DESIGN_NAME = keyboard
export DESIGN_NICKNAME = keyboard
export VERILOG_FILES = /design/flow/design.v
export SDC_FILE = /design/flow/constraint.sdc
export NUM_CORES = 4
export LEC_CHECK = 1
export CORE_UTILIZATION = 40
==> impl_metrics.csv <==
group,metric,value,unit
placed_design,place.gp.congestion,0.897,
placed_design,io_buffers,25,
yosys,synth_area,3290,µm²
yosys,synth_seq_share,52.4,%
status,status,"did not finish",
clock_tree,clockRootBuffer,"clkbuf_8",
yosys,numSynthFlops,79,
status,firstError,"[error] [KeplerFormal.cpp:679] Workflow failed: Iso has multiple drivers: .ARDUINO_IO4, _192_.X0",
yosys,yosys_warnings,12,
yosys,syn_avg_cell_area,11.0,µm²
clock_tree,cts_buffers,9,
clock_tree,post-cts-setup-buffer-count,0,
yosys,synthFlopType,"dfxtp_1",
floorplan,die_h,92.7,µm
clock_tree,htreeDepth,3,
clock_tree,clk_path_buf_depth,2,
yosys,synthArstFlopShare,35.4,%
placed_design,place_hpwl,3290,µm
yosys,ys_cells,298,
yosys,synth_cell_types,51,
status,stop_stage,"clock tree synthesis",
clock_tree,cts_resized,0,
floorplan,fp-utilization,41.9,%
clock_tree,cts.sinks,79,
clock_tree,hold_buffers,0,
floorplan,die-width,92.7,µm
yosys,syn_inst,298,
floorplan,num_rows,32,
yosys,ys_area,3290,µm²
floorplan,io_pins,70,
yosys,edf_count,0,
timing,untimed_endpoints,12,
==> metrics by stage <==
stage	worst slack, ps	utilization, %	instances	hold slack, ps	area (µm²)
after detailed placement	1590	44.2	409	312	3470
after global placement	1590	44.2	409	310	3470
after floorplan	1950	-	325	310	3390
==> cells by family after synthesis <==
family / count (synthesis) / share of synthesized area [%]
flip-flops: 79 / 52.4
adder cells (fa/ha/maj): 1 / 0.380
other: 1 / 0.114
AND/OR/NAND/NOR: 98 / 17.3
multiplexers: 25 / 8.48
AND-OR/OR-AND: 23 / 5.44
buffers and inverters: 50 / 10.1
XOR/XNOR: 21 / 5.82
==> cells in the mapped netlist (2+ instances only) <==
cell	count	area share, %
o31ai_1	2	0.46
inv_1	5	0.57
nor2_1	27	3.1
nand4b_1	5	1.3
buf_4	30	6.8
nand2_1	14	1.6
and4_1	3	0.80
dfrtp_1	27	21
buf_6	3	1.0
nor3_1	5	0.76
xor2_1	15	4.0
and3_1	10	1.9
xnor2_1	5	1.3
a21oi_1	7	1.1
or4_1	2	0.46
mux2i_1	2	0.61
a31oi_1	3	0.57
nand4_1	10	1.9
nor2b_1	3	0.57
dfxtp_1	51	31
nand3_1	4	0.61
buf_2	7	1.1
and3b_1	2	0.53
mux2_2	23	7.9
nand4bb_1	2	0.68
clkbuf_1	5	0.57
nand3b_1	2	0.46
